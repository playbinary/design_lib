===== ./config.mk =====
export PLATFORM = sky130hd
export DESIGN_NAME = forward_register_slice
export DESIGN_NICKNAME = forward_register_slice
export VERILOG_FILES = /design/flow/design.v
export SDC_FILE = /design/flow/constraint.sdc
export NUM_CORES = 4
export LEC_CHECK = 1
export CORE_AREA = 10 10 70 70
export DIE_AREA = 0 0 80 80

===== ./design.v =====
module forward_register_slice #(parameter BITWIDTH = 8)
(
input  wire                         clki,
input  wire                         rst_n,
input  wire                         RxVld,
input  wire  [ BITWIDTH - 1 : 0 ]   RxData,
output wire                         RxRdy,
output reg                          TxVld,
output reg   [ BITWIDTH - 1 : 0 ]   TxData,
input  wire                         TxRdy
);
wire TxData_en ;
assign TxData_en = RxVld & RxRdy ;
assign RxRdy = ( ~ TxVld | TxRdy );  
always @( posedge clki or negedge rst_n )
  if( ! rst_n )
    TxVld <= #0.001 ( 1'b0 ) ;
  else  TxVld <= #0.001 ( ( RxVld | ~ TxRdy & TxVld ) ) ; 
always @( posedge clki )
  if( TxData_en )
    TxData <= #0.001 ( RxData ) ;
endmodule

===== ./constraint.sdc =====
current_design forward_register_slice

set clk_period 1.4
set clk_io_pct 0.2

create_clock -name clk0 -period $clk_period [get_ports {clki}]

set non_clock_inputs [all_inputs -no_clocks]
set_input_delay [expr $clk_period * $clk_io_pct] -clock clk0 $non_clock_inputs
set_output_delay [expr $clk_period * $clk_io_pct] -clock clk0 [all_outputs]

===== ./run.sh =====
#!/bin/bash
# OpenROAD 26Q1-2900-gdf79404cd8, Yosys 0.63+post, stock flow scripts
make -C /OpenROAD-flow-scripts/flow DESIGN_CONFIG=/design/flow/config.mk WORK_HOME=/design/flow/orfs finish

==> impl_metrics.ini <==
; implementation run metrics
[placement]
numPortBuffers = 21
gp_congestion = 0.615

[sta]
max_clock_freq_mhz = 750
setup_viol = 0
finalClockPeriodUsage = 0.952
fin_tns_setup_ns = 0
tightest_slew_ns = 0.123
slew_headroom = 0.918
slew_violations = 0
layout_min_cycle_time_ns = 1.33
final_hold_viol_count = 0
rsz0062_at_grt = no
skew_ns = 0.00505

[critical_path]
reg2regPathDepth = 4
path_class = reg -> out
critPathTopFamily = buffers and inverters
critPathMaxStageDelay_ns = 0.47
path_cells = clkdlybuf4s50_1
critPathArrivalTime_ns = 1.05
start_kind = flop
crit_slowest_cell = clkdlybuf4s50_1
cp.buffers_inverters = 1
critPathCaptureType = output port
critical_path.reg2reg.endpoint = TxData[7]$_DFFE_PP_
required_ns = 1.12
reg2reg_from = TxVld$_DFF_PN0_
r2r_setup_slack_ns = 0.23
critPathMaxFanout = 1

[floorplanning]
die_area_um2 = 6400
die_y_um = 80
rows = 21
fp.dieW_um = 80
io_pins = 22
fp_util = 0.0861
core_area_um2 = 3420

[synth]
yosys_area_um2 = 294
ys_cells = 12
netlist_instances = 12
netlist_area_um2 = 294
ys_seq_frac = 0.902
avgSynthCellArea_um2 = 24.5
synth_cell_types = 5
yosys_warnings = 1
numSynthFlops = 9

[routing]
vias_per_cell = 2.32
ant_nets = 0
drt-initial-drc-count = 2
routed_wl_um = 818
detail_route.wl_per_cell_um = 9.62
vias = 197
dr.pass1.iters = 2
antenna_cells = 0
drc = 0

[global_routing]
antenna_found_initial = 0
grt_pass1_vias = 239
grt_pass1_wl_mm = 1.22
grt_usage = 0.0256
overflow = 0
grt_max_degree = 9

[cts]
cts_hold_buf = 0
htreeDepth = 1
cts_root_buffer = clkbuf_4
cts_sinks = 9
clk_pin_slew_ns = 0.06
cts_tree = done
cts_buffers = 3
clock_path_buffers = 2
clock_latency_ns = 0.25

[power_and_ir_drop]
p_total_mw = 0.588
power_density_nw_per_um2 = 972
leakagePower_nw = 0.216
ir_worst_vdd_mv = 0.283

[layout]
synthToLayoutAreaGrowth_pct = 106
drive_gt1_frac = 0.179

[outcome]
status = completed

[run]
drv_cap = 0
warnings = 25

[worst_hold_path]
hp-class = in -> async
logic make-up (layout without fill, tap and decap cells):
kind of cell	count (synthesis)	count (layout)	share of synthesized area
buffers and inverters	0	27	0
DFF	9	9	0.902
and+or+nand+nor	3	3	0.0979
sequential cells by signal, summed over array words and instances, names as in the netlist:
name    count
TxVld       1
TxData      8
through the flow:
step	worst slack [ns]	hold WS, ns	utilization	instance area (um2)	cells
2_1_floorplan	0.482	-0.0156	-	294	12
3_3_place_gp	-0.197	0.429	0.167	569	80
3_5_place_dp	-0.190	0.433	0.167	569	80
4_1_cts	0.0318	0.152	0.176	602	85
5_1_grt	0.0196	0.149	0.177	604	85
6_report	0.0671	0.160	0.177	604	85
worst max-delay path by stage:
stage	from	end	cells after the start
after CTS	TxVld$_DFF_PN0_	TxVld	1
after global routing	TxData[1]$_DFFE_PP_	TxData[1]	1
final	TxData[1]$_DFFE_PP_	TxData[1]	1
per-layer routing:
metal / share of wire / routed length, um / global-route usage
met1: 0.37 / 306 / 0.0269
met2: 0.47 / 387 / 0.0369
met3: 0.15 / 124 / 0.0216
met4: 0 / 0 / 0.00880
met5: 0 / 0 / 0
where the power goes:
| group | total (mW) | switching (mW) | internal [mW] |
|---|---|---|---|
| logic | 0.0771 | 0.0170 | 0.0601 |
| clock network | 0.196 | 0.0868 | 0.110 |
| registers | 0.314 | 0.00386 | 0.310 |
| total | 0.588 | 0.108 | 0.480 |
what timing repair did:
| item | 4_1_cts | 5_1_grt |
|---|---|---|
| endpoints found under the setup margin | 2 | 1 |
| setup buffers | 1 | 0 |
| hold endpoints to repair | 0 | 0 |
| gates resized | 1 | 1 |
cells in the final DEF, fill, tap and decap left out:
master	synthesis	layout
and2_4	1	1
buf_4	0	2
clkbuf_1	0	1
clkbuf_4	0	3
clkdlybuf4s50_1	0	19
dfrtp_1	1	1
dlygate4sd2_1	0	1
dlymetal6s2s_1	0	1
edfxtp_1	8	8
nand2b_1	1	1
nand2b_4	1	1
Yosys cell counts, drive strengths merged:
cell,instances,area share
edfxtp,8,0.82
nand2b,2,0.068
and2,1,0.030
dfrtp,1,0.085
layout make-up:
class / instances / area, um2
Fill cell: 391 / 2810
Timing Repair Buffer: 23 / 226
Multi-Input combinational cell: 3 / 28.8
Sequential cell: 9 / 265
Clock buffer: 4 / 26.3
Tap cell: 46 / 57.6
Power figures rest on the tool's default switching activity, not on a simulated workload.
