--- ./run.sh ---
#!/bin/bash
# OpenROAD 26Q1-2900-gdf79404cd8, Yosys 0.63+post, stock flow scripts
make -C /OpenROAD-flow-scripts/flow DESIGN_CONFIG=/design/flow/config.mk WORK_HOME=/design/flow/orfs finish
--- ./config.mk ---
export PLATFORM = sky130hd
export DESIGN_NAME = backward_register_slice
export DESIGN_NICKNAME = backward_register_slice
export VERILOG_FILES = /design/flow/design.v
export SDC_FILE = /design/flow/constraint.sdc
export NUM_CORES = 4
export LEC_CHECK = 1
export CORE_AREA = 10 10 70 70
export DIE_AREA = 0 0 80 80
--- ./constraint.sdc ---
current_design backward_register_slice

set clk_period 2.0
set clk_io_pct 0.2

create_clock -name clk0 -period $clk_period [get_ports {clki}]

set non_clock_inputs [all_inputs -no_clocks]
set_input_delay [expr $clk_period * $clk_io_pct] -clock clk0 $non_clock_inputs
set_output_delay [expr $clk_period * $clk_io_pct] -clock clk0 [all_outputs]
--- ./design.v ---
module backward_register_slice #(parameter BITWIDTH = 8)
(
input  wire                         clki,
input  wire                         rst_n,
input  wire                         RxVld,
input  wire  [ BITWIDTH - 1 : 0 ]   RxData,
output wire                         RxRdy,
output wire                         TxVld,
output wire  [ BITWIDTH - 1 : 0 ]   TxData,
input  wire                         TxRdy
);
reg [ BITWIDTH - 1 : 0 ] RxData_r  ;
wire                     RxData_en ;
reg                      Full      ;
assign TxVld = ( Full | RxVld & RxRdy ) ; 
assign RxRdy = ~ Full ; 
always @( posedge clki or negedge rst_n )
  if( ! rst_n )
    Full <= #0.001 (1'b0) ;
  else Full <= #0.001 ( TxVld & ~ TxRdy );
assign TxData = Full ? RxData_r : RxData ;
assign RxData_en = RxVld & RxRdy ;
always @( posedge clki )
  if( RxData_en )
    RxData_r <= #0.01 ( RxData ) ;
endmodule
==> node_exporter_impl.prom <==
# HELP chip_impl_metric Metrics from one implementation run
# TYPE chip_impl_metric gauge
chip_impl_info{name="run_status",value="finished, final reports clean"} 1
chip_impl_metric{name="drtAntennaViolNets",unit=""} 0
chip_impl_metric{name="setup_tns",unit="ns"} 0
chip_impl_metric{name="min_period_over_period",unit="%"} 96.4
chip_impl_metric{name="synth.lib_cells_used.distinct",unit=""} 9
chip_impl_metric{name="synth.yosys.num_cells",unit=""} 22
chip_impl_metric{name="fin_crit",unit="ns"} 1.93
chip_impl_metric{name="overflow",unit=""} 0
chip_impl_metric{name="design.portCount",unit=""} 22
chip_impl_metric{name="drive_gt1_share",unit="%"} 34.7
chip_impl_info{name="crit-reg2reg-capture",value="RxData_r[3]"} 1
chip_impl_info{name="highest_count_cells_in_the_layout_ignoring_fill_and_taps",value="sky130_fd_sc_hd__clkdlybuf4s50_1, sky130_fd_sc_hd__edfxtp_1, sky130_fd_sc_hd__mux2_4"} 1
chip_impl_metric{name="cts_made_buffers",unit=""} 3
chip_impl_info{name="min_delay_worst_type",value="input pin to asynchronous set/reset pin"} 1
chip_impl_metric{name="p_leak",unit="nW"} 0.276
chip_impl_metric{name="detailroute.via_count",unit=""} 274
chip_impl_metric{name="yosys.area.top_type_share",unit="%"} 57.5
chip_impl_metric{name="avgViaCountPerCell",unit=""} 2.88
chip_impl_metric{name="number_of_clock_sinks_seen_by_cts",unit=""} 9
chip_impl_metric{name="numSynthFlops",unit=""} 9
chip_impl_info{name="timing.critical_path.slowest_stage_cell",value="sky130_fd_sc_hd__clkdlybuf4s50_1"} 1
chip_impl_metric{name="critical_path_arrival",unit="ns"} 1.53
chip_impl_metric{name="ys_chip_area",unit="um^2"} 418
chip_impl_metric{name="dpl_cell_area",unit="um^2"} 674
chip_impl_metric{name="final-max-slew-violation-count",unit=""} 0
chip_impl_metric{name="drcViolationCount",unit=""} 0
chip_impl_metric{name="die_w",unit="um"} 80
chip_impl_metric{name="drv.max_cap_violation_count",unit=""} 0
chip_impl_metric{name="grt_pass1_vias",unit=""} 323
chip_impl_info{name="lay_top_count",value="sky130_fd_sc_hd__clkdlybuf4s50_1"} 1
chip_impl_metric{name="cts.htree.levels",unit=""} 1
chip_impl_metric{name="grt_max_degree",unit=""} 12
chip_impl_metric{name="path_clk_slew",unit="ns"} 0.06
chip_impl_info{name="ys_top_cells_by_area",value="sky130_fd_sc_hd__edfxtp_1, sky130_fd_sc_hd__mux2_4, sky130_fd_sc_hd__dfrtp_1, sky130_fd_sc_hd__mux2_2, sky130_fd_sc_hd__buf_6"} 1
chip_impl_metric{name="initial_utilization",unit="%"} 12.2
chip_impl_metric{name="diodes",unit=""} 0
chip_impl_metric{name="final_design_area_no_fill",unit="um^2"} 733
chip_impl_metric{name="post-place-ws",unit="ns"} 0.0793
chip_impl_metric{name="power.density_cell_area",unit="nW/um^2"} 623
chip_impl_info{name="regToRegStartpoint",value="Full"} 1
chip_impl_metric{name="seq_area_frac_synth",unit="%"} 63.5
chip_impl_metric{name="max-clock-path-buffers",unit=""} 2
chip_impl_info{name="cts_tree",value="built"} 1
chip_impl_metric{name="r2r_cells",unit=""} 3
chip_impl_info{name="clk_root_buffer_cell",value="sky130_fd_sc_hd__clkbuf_4"} 1
chip_impl_metric{name="syn-instance-count",unit=""} 22
chip_impl_metric{name="synth.avg_cell_area",unit="um^2"} 19.0
chip_impl_metric{name="worstPathMaxFanout",unit=""} 5
chip_impl_info{name="startpoint_type",value="register"} 1
chip_impl_metric{name="detail_route.first_pass.iterations",unit=""} 2
chip_impl_metric{name="synthesized_area",unit="um^2"} 418
chip_impl_metric{name="gr-usage-all-layers",unit="%"} 3.33
chip_impl_metric{name="worstSkewPairLatency",unit="ns"} 0.25
chip_impl_metric{name="relSlewSlack",unit="%"} 85.1
chip_impl_metric{name="areaGrowthSynthToFinish",unit="%"} 75.4
chip_impl_info{name="ordered_cell_list_for_the_critical_path",value="buf_2 -> mux2_4 -> clkdlybuf4s50_1"} 1
chip_impl_info{name="grt_setup_unrepaired",value="false"} 1
chip_impl_metric{name="openroad_warning_count",unit=""} 25
chip_impl_metric{name="drtIter0Drc",unit=""} 14
chip_impl_info{name="synth.largest_area_cell",value="sky130_fd_sc_hd__edfxtp_1"} 1
chip_impl_metric{name="synth-warning-count",unit=""} 1
chip_impl_metric{name="fmax",unit="GHz"} 0.519
chip_impl_metric{name="worst-slew-pin-transition",unit="ns"} 0.223
chip_impl_metric{name="worst_clock_skew",unit="ns"} 0.00281
chip_impl_metric{name="grt_first_pass_wirelength",unit="um"} 1610
chip_impl_metric{name="die_area",unit="um^2"} 6400
chip_impl_metric{name="core_area",unit="um^2"} 3420
chip_impl_info{name="critical_path.endpoint_type",value="primary output"} 1
chip_impl_metric{name="report.final.hold_viol_count",unit=""} 0
chip_impl_metric{name="routabilityCongestion",unit=""} 0.649
chip_impl_metric{name="grt_antenna_before_repair",unit=""} 0
chip_impl_metric{name="drt-total-wl",unit="um"} 1090
chip_impl_metric{name="vdd_ir_drop_max",unit="mV"} 0.270
chip_impl_metric{name="num_rows",unit=""} 21
chip_impl_metric{name="timing.critical_path.slowest_cell_delay",unit="ns"} 0.41
chip_impl_metric{name="buffer_ports.inserted",unit=""} 21
chip_impl_info{name="critPathKind",value="register to primary output"} 1
chip_impl_metric{name="worst_slack",unit="ns"} 0.0728
chip_impl_metric{name="fin_worst_hold_slack",unit="ns"} 0.283
chip_impl_metric{name="wire_per_inst",unit="um"} 11.5
chip_impl_metric{name="setup_violations",unit=""} 0
chip_impl_metric{name="power.total",unit="uW"} 456
chip_impl_metric{name="fp.dieH",unit="um"} 80
chip_impl_metric{name="ff2ff_setup_slack",unit="ns"} 0.64
chip_impl_metric{name="worst_ep_required_time",unit="ns"} 1.60
## power by group
part           internal (mW)  switching [mW]
clock                 0.0766          0.0590
sequential             0.217         0.00297
combinational         0.0749          0.0256
## per-stage QoR
stage	cells	util [%]
after global routing	95	21.5
after detailed placement	88	19.7
after floorplan	22	-
after CTS	93	21.0
final	95	21.5
after global placement	88	19.7
## state kept, by name, summed over array words and instances, names as in the netlist
register and count:
Full 1, RxData_r 8
## cell families after synthesis
kind of cell / after synthesis / share of synthesized area (%)
DFF: 9 / 63.5
muxes: 8 / 26.9
and+or+nand+nor: 2 / 3.59
AOI/OAI and AO/OA: 1 / 2.40
buffers and inverters: 2 / 3.59
## layer usage
layer	share of wire [%]	vias up	track usage [%]
met2	44	15	5.14
met4	0	0	0.176
met3	10	0	2.39
li1	-	137	-
met5	0	-	0
met1	46	122	3.87
## Yosys cell counts
| master | count |
|---|---|
| sky130_fd_sc_hd__and2b_2 | 1 |
| sky130_fd_sc_hd__o21ba_2 | 1 |
| sky130_fd_sc_hd__mux2_2 | 2 |
| sky130_fd_sc_hd__or2_1 | 1 |
| sky130_fd_sc_hd__mux2_4 | 6 |
| sky130_fd_sc_hd__buf_6 | 1 |
| sky130_fd_sc_hd__inv_1 | 1 |
| sky130_fd_sc_hd__edfxtp_1 | 8 |
| sky130_fd_sc_hd__dfrtp_1 | 1 |
## layout make-up
type | count | area [um^2]
clock buffer | 4 | 26.3
fill | 377 | 2680
inverter | 1 | 3.75
multi-input combinational | 11 | 145
sequential | 9 | 267
tap | 46 | 57.6
timing repair buffer | 24 | 234
## how the worst max path moves through the flow
stage	start	to	slack (ns)	depth (start not counted)
final	Full	TxData[0]	0.07	3
after CTS	Full	TxData[5]	0.007	2
after global routing	Full	TxData[0]	0.003	3
## worst max-delay path: cells and delay by family, from the launching register on
family | cells | cell delay [ns]
flops | 1 | 0.40
mux | 1 | 0.30
buf+inv | 2 | 0.58
## repair_timing
action | in CTS | in global routing
resized | 3 | 1
hold buffers | 0 | 0
buffers inserted | 1 | 2
endpoints found under the setup margin | 9 | 8
Power is estimated from default activity; no workload was simulated.
